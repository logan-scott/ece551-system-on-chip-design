`flow/run.sh`:
```
#!/bin/bash
# OpenROAD 26Q1-2900-gdf79404cd8, Yosys 0.63+post, stock flow scripts
make -C /OpenROAD-flow-scripts/flow DESIGN_CONFIG=/design/flow/config.mk WORK_HOME=/design/flow/orfs finish
```
`flow/constraint.sdc`:
```
current_design top_module

set clk_period 6.7
set clk_io_pct 0.2

create_clock -name clk0 -period $clk_period [get_ports {clk}]

set non_clock_inputs [all_inputs -no_clocks]
set_input_delay [expr $clk_period * $clk_io_pct] -clock clk0 $non_clock_inputs
set_output_delay [expr $clk_period * $clk_io_pct] -clock clk0 [all_outputs]
```
`flow/design.v`:
```
interface uart_if
  #(parameter
    DATA_WIDTH = 8);
   logic                  sig;
   logic [DATA_WIDTH-1:0] data;
   logic                  valid;
   logic                  ready;
   modport tx(output sig,
              input  data,
              input  valid,
              output ready);
   modport rx(input  sig,
              output data,
              output valid,
              input  ready);
endinterface
module top_module(
    input logic clk, rstn, valid_c1_tx, valid_c2_tx, 
    input logic[7:0] data_c1_tx, data_c2_tx,
    output logic valid_c1_rx, valid_c2_rx,
    output logic[7:0] data_c1_rx, data_c2_rx
);
logic sig_c1, ready_c1;
logic sig_c2, ready_c2;
uart uart_port_1(
    .clk(clk),
    .rstn(rstn),
    .valid_tx(~valid_c1_tx),
    .sig_tx(sig_c1),
    .data_tx(data_c1_tx),
    .ready_tx(ready_c1),
    .sig_rx(sig_c2),
    .data_rx(data_c2_rx),
    .valid_rx(valid_c2_rx),
    .ready_rx(ready_c2)
);
uart uart_port_2(
    .clk(clk),
    .rstn(rstn),
    .valid_tx(~valid_c2_tx),
    .sig_tx(sig_c2),
    .data_tx(data_c2_tx),
    .ready_tx(ready_c2),
    .sig_rx(sig_c1),
    .data_rx(data_c1_rx),
    .valid_rx(valid_c1_rx),
    .ready_rx(ready_c1)
);
endmodule
module uart
  #(parameter
    DATA_WIDTH = 8,
    BAUD_RATE  = 115200,
    CLK_FREQ   = 100_000_000
    )(
    input  logic                  sig_rx,
    output logic [DATA_WIDTH-1:0] data_rx,
    output logic                  valid_rx,
    input  logic                  ready_rx,
    output logic                  sig_tx,
    input  logic [DATA_WIDTH-1:0] data_tx,
    input  logic                  valid_tx,
    output logic                  ready_tx,
    input  logic                  clk,
    input  logic                  rstn
  );
   uart_tx #(DATA_WIDTH, BAUD_RATE, CLK_FREQ)
   uart_tx_inst(.*);
   uart_rx #(DATA_WIDTH, BAUD_RATE, CLK_FREQ)
   uart_rx_inst(.*);
endmodule
module uart_rx
  #(parameter
    DATA_WIDTH = 8,
    BAUD_RATE  = 115200,
    CLK_FREQ   = 100_000_000
   )
   (
    input  logic                  sig_rx,
    output logic [DATA_WIDTH-1:0] data_rx,
    output logic                  valid_rx,
    input  logic                  ready_rx,
    input  logic clk,
    input  logic rstn
   );
   localparam LB_DATA_WIDTH    = $clog2(DATA_WIDTH);
   localparam PULSE_WIDTH      = CLK_FREQ / BAUD_RATE;
   localparam LB_PULSE_WIDTH   = $clog2(PULSE_WIDTH);
   localparam HALF_PULSE_WIDTH = PULSE_WIDTH / 2;
   function majority5(input [4:0] val);
      case(val)
        5'b00000: majority5 = 0;
        5'b00001: majority5 = 0;
        5'b00010: majority5 = 0;
        5'b00100: majority5 = 0;
        5'b01000: majority5 = 0;
        5'b10000: majority5 = 0;
        5'b00011: majority5 = 0;
        5'b00101: majority5 = 0;
        5'b01001: majority5 = 0;
        5'b10001: majority5 = 0;
        5'b00110: majority5 = 0;
        5'b01010: majority5 = 0;
        5'b10010: majority5 = 0;
        5'b01100: majority5 = 0;
        5'b10100: majority5 = 0;
        5'b11000: majority5 = 0;
        default:  majority5 = 1;
      endcase
   endfunction
   logic [1:0] sampling_cnt;
   logic [4:0] sig_q;
   logic       sig_r;
   always_ff @(posedge clk) begin
      if(!rstn) begin
         sampling_cnt <= 0;
         sig_q        <= 5'b11111;
         sig_r        <= 1;
      end
      else begin
         if(sampling_cnt == 0) begin
            sig_q <= {sig_rx, sig_q[4:1]};
         end
         sig_r        <= majority5(sig_q);
         sampling_cnt <= sampling_cnt + 1;
      end
   end
   typedef enum logic [1:0] {STT_DATA,
                             STT_STOP,
                             STT_WAIT
                             } statetype;
   statetype                 state;
   logic [DATA_WIDTH-1:0]   data_tmp_r;
   logic [LB_DATA_WIDTH:0]  data_cnt;
   logic signed [LB_PULSE_WIDTH+1:0] clk_cnt;
   logic                    rx_done;
   always_ff @(posedge clk) begin
      if(!rstn) begin
         state      <= STT_WAIT;
         data_tmp_r <= 0;
         data_cnt   <= 0;
         clk_cnt    <= 0;
      end
      else begin
         case(state)
           STT_DATA: begin
              if(0 < clk_cnt) begin
                 clk_cnt <= clk_cnt - 1;
              end
              else begin
                 data_tmp_r <= {sig_r, data_tmp_r[DATA_WIDTH-1:1]};
                 clk_cnt    <= PULSE_WIDTH;
                 if(data_cnt == DATA_WIDTH - 1) begin
                    state <= STT_STOP;
                 end
                 else begin
                    data_cnt <= data_cnt + 1;
                 end
              end
           end
           STT_STOP: begin
              if(0 < clk_cnt) begin
                 clk_cnt <= clk_cnt - 1;
              end
              else if(sig_r) begin
                 state <= STT_WAIT;
              end
           end
           STT_WAIT: begin
              if(sig_r == 0) begin
                 clk_cnt  <= PULSE_WIDTH + HALF_PULSE_WIDTH;
                 data_cnt <= 0;
                 state    <= STT_DATA;
              end
           end
           default: begin
              state <= STT_WAIT;
           end
         endcase
      end
   end
   assign rx_done = (state == STT_STOP) && (clk_cnt == 0);
   logic [DATA_WIDTH-1:0] data_r;
   logic                  valid_r;
   always_ff @(posedge clk) begin
      if(!rstn) begin
         data_r  <= 0;
         valid_r <= 0;
      end
      else if(rx_done && !valid_r) begin
         valid_r <= 1;
         data_r  <= data_tmp_r;
      end
      else if(valid_r && ready_rx) begin
         valid_r <= 0;
      end
   end
   assign data_rx  = data_r;
   assign valid_rx = valid_r;
endmodule
module uart_tx
  #(parameter
    DATA_WIDTH = 8,
    BAUD_RATE  = 115200,
    CLK_FREQ   = 100_000_000
   )(    
    output logic                  sig_tx,
    input  logic [DATA_WIDTH-1:0] data_tx,
    input  logic                  valid_tx,
    output logic                  ready_tx,
    input logic  clk,
    input logic  rstn
   );
   localparam LB_DATA_WIDTH    = $clog2(DATA_WIDTH);
   localparam PULSE_WIDTH      = CLK_FREQ / BAUD_RATE;
   localparam LB_PULSE_WIDTH   = $clog2(PULSE_WIDTH);
   localparam HALF_PULSE_WIDTH = PULSE_WIDTH / 2;
   typedef enum logic [1:0] {STT_DATA,
                             STT_STOP,
                             STT_WAIT
                             } statetype;
   statetype                 state;
   logic [DATA_WIDTH-1:0]     data_r;
   logic                      sig_r;
   logic                      ready_r;
   logic signed [LB_DATA_WIDTH-1:0]  data_cnt;
   logic signed [LB_PULSE_WIDTH:0]   clk_cnt;
   always_ff @(posedge clk) begin
      if(!rstn) begin
         state    <= STT_WAIT;
         sig_r    <= 1;
         data_r   <= 0;
         ready_r  <= 1;
         data_cnt <= 0;
         clk_cnt  <= 0;
      end
      else begin
         case(state)
           STT_DATA: begin
              if(0 < clk_cnt) begin
                 clk_cnt <= clk_cnt - 1;
              end
              else begin
                 sig_r   <= data_r[data_cnt];
                 clk_cnt <= PULSE_WIDTH;
                 if(data_cnt == DATA_WIDTH - 1) begin
                    state <= STT_STOP;
                 end
                 else begin
                    data_cnt <= data_cnt + 1;
                 end
              end
           end
           STT_STOP: begin
              if(0 < clk_cnt) begin
                 clk_cnt <= clk_cnt - 1;
              end
              else begin
                 state   <= STT_WAIT;
                 sig_r   <= 1;
                 clk_cnt <= PULSE_WIDTH + HALF_PULSE_WIDTH;
              end
           end
           STT_WAIT: begin
              if(0 < clk_cnt) begin
                 clk_cnt <= clk_cnt - 1;
              end
              else if(!ready_r) begin
                 ready_r <= 1;
              end
              else if(valid_tx) begin
                 state    <= STT_DATA;
                 sig_r    <= 0;
                 data_r   <= data_tx;
                 ready_r  <= 0;
                 data_cnt <= 0;
                 clk_cnt  <= PULSE_WIDTH;
              end
           end
           default: begin
              state <= STT_WAIT;
           end
         endcase
      end
   end
   assign sig_tx   = sig_r;
   assign ready_tx = ready_r;
endmodule
```
`flow/config.mk`:
```
export PLATFORM = sky130hd
export DESIGN_NAME = top_module
export DESIGN_NICKNAME = top_module
export VERILOG_FILES = /design/flow/design.v
export SDC_FILE = /design/flow/constraint.sdc
export NUM_CORES = 4
export LEC_CHECK = 1
export CORE_UTILIZATION = 30
```
==> results.txt <==
run results: Remaining DRCs 0, Setup Fix Bufs, Post-CTS 0, final hold viol count 0, GRT Overall Usage 12.6%, Async S/R FF share, synth 0%, tool warning count 35, Synth flops 134, CTS Buf Count 17, yosys cell count 751, IO Pins 38, Routed WL 13.2 mm, Setup crit end kind flop, HP Class reg -> reg, Mean Syn Cell Area 8.39 µm², Gate Count Post-Synth 751, CTS tree yes, ANT nets after route 0, Setup Viol. Count Final 0, Core Util, Final 36.1%, f_max 332 MHz, drt first pass iters 5, largest net degree at the start of global routing 55, Overflow after GRT 0, worst path arrival time 3.31 ns, CP max-delay cell inv_2, first-pass GRT wire length 22.7 mm, DR WL/cell 12.6 µm, IO buf count 29, Pwr Density 340 mW/mm², skew final 0.00551 ns, clk slew on worst S/H paths 0.06 ns, detailed-placement wirelength estimate 8.46 mm, vias in the first global route 4741, Hold Path Depth 1, cts repair resizes 0, sequential fraction of design power 38.9%, leakage power 2.71 nW, Tcrit/Tclk final 45.0%, # diodes 0, Worst Tran Pin Value 0.806 ns, share of cells above drive strength 1 7.62%, clk latency of the worst-skew pair 0.41 ns, Tmin final 3.01 ns, cts hold-fix bufs 0, CTS root buffer clkbuf_16, FP Core Util 30.8%, run status complete, no violations, initial antenna violation count 0, Yosys Chip Area 0.00630 mm², Max Cap Viol 0, WP buf/inv 4, CP top delay family buffers and inverters, internal power 1.73 mW, Die Y 147 µm, Placeable Area 0.0204 mm², Max stage delay on crit path 0.63 ns, RSZ-0062 raised after global routing no, CP Depth 6, CTS sink cnt 134, register share after synthesis 42.6%, VDD IR max 0.147 mV, Max FO, Critical Path 54, path depth of the worst reg2reg path 7, most frequent CP cell buf_4, Final Wtd Congestion 0.822, Die Wd 147 µm, Warnings, synthesis 2, combinational power share 25.0%, critical path launch point type primary input, Die ar. 0.0216 mm², crit path kind in -> reg, clock network fraction of design power 36.0%, Synth cell types 70, Top FF cell, synth dfxtp_1, Relative slew margins 45.9%, DRT iter0 DRCs 360, CP cell instances buf_2, buf_4, inv_2, buf_4, nor2_1, a32o_1, via count 5305, overall power 2.51 mW, Vias/cell 5.08, Netlist Area Pre-Place 0.00630 mm², final setup TNS 0 ns, Layout area overhead 17.0%, Data required, critical path 7.00 ns, H-tree depth 4, Slew Viols, Final 0, switch share 31.0%, Max Buffers Root-to-Sink 2, final hold slack 0.408 ns, Sw Pwr 778 µW, Site Rows 52, number of enable flip-flop cells 0
[power groups by stage]
stage     Combinational, mW  Clock [mW]  Sequential, mW
6_report              0.627       0.903           0.975
5_1_grt               0.707       0.964           0.990
4_1_cts               0.627       0.927           0.975
[final timing paths]
path | startpoint | end | slack [ns]
worst max-delay path | rstn | uart_port_1.uart_tx_inst.data_cnt[1] | 3.69
worst min register to register | uart_port_1.uart_rx_inst.sampling_cnt[0] | uart_port_1.uart_rx_inst.sampling_cnt[0] | 0.41
worst max register to register | uart_port_1.uart_rx_inst.clk_cnt[0] | uart_port_1.uart_rx_inst.clk_cnt[9] | 4.03
worst min-delay path | uart_port_1.uart_rx_inst.sampling_cnt[0] | uart_port_1.uart_rx_inst.sampling_cnt[0] | 0.41
[placed cells by master (no fill, tap or decap), drive strengths merged, types with 7 or more instances in the layout]
cell and count:
nor2b 8, o21a 8, nor2 82, a41oi 9, buf 7, mux2i 34
a21oi 72, nor4 10, nand2 80, clkbuf 19, and3 7, o21ai 39
nor3 33, inv 26, or3 9, dfxtp 134, a31oi 13, clkdlybuf4s50 28
nand2b 7, o211ai 12, nand3 21, ha 12
[Yosys cell counts, types with 7 or more instances]
| cell | instances | area (µm²) |
|---|---|---|
| dfxtp_1 | 134 | 2680 |
| nor2_1 | 82 | 308 |
| nand2_1 | 79 | 297 |
| a21oi_1 | 72 | 360 |
| o21ai_0 | 37 | 185 |
| clkbuf_1 | 34 | 128 |
| mux2i_1 | 34 | 340 |
| nor3_1 | 31 | 155 |
| inv_1 | 25 | 93.8 |
| nand3_1 | 21 | 105 |
| a31oi_1 | 13 | 81.3 |
| ha_1 | 12 | 150 |
| o211ai_1 | 12 | 90.1 |
| a41oi_1 | 9 | 78.8 |
| or3_1 | 9 | 56.3 |
| nor2b_1 | 8 | 50.1 |
| o21a_1 | 8 | 60.1 |
| and3_1 | 7 | 43.8 |
| nand2b_1 | 7 | 43.8 |
| nor4_1 | 7 | 43.8 |
[metal layers]
layer  up-vias  part of all wire (%)  track usage (%)
li1       2757                     -                -
met1      2455                    52             19.4
met2        83                    43             19.3
met3        10                   3.6             2.19
met4         0                   1.3             1.72
met5         -                     0                0
[per-stage QoR]
stage	setup WS [ns]	std cells	cell area [µm²]
final	3.69	1044	7370
after global routing	3.56	1044	7370
after global placement	3.22	1014	6800
after detailed placement	3.22	1014	6800
after CTS	3.67	1044	7370
after floorplan	4.25	751	6300
[flip-flops by register name, indices dropped and copies added (netlist names), 4 cells and up]
signal,count
uart_port_2.uart_rx_inst.data_cnt,4
uart_port_1.uart_tx_inst.clk_cnt,11
uart_port_2.uart_rx_inst.sig_q,5
uart_port_1.uart_rx_inst.clk_cnt,12
uart_port_1.uart_tx_inst.data_r,4
uart_port_1.uart_rx_inst.data_r,8
uart_port_2.uart_tx_inst.data_r,4
uart_port_2.uart_rx_inst.data_r,8
uart_port_2.uart_rx_inst.data_tmp_r,8
uart_port_2.uart_rx_inst.clk_cnt,12
uart_port_2.uart_tx_inst.clk_cnt,11
uart_port_1.uart_rx_inst.data_cnt,4
uart_port_1.uart_rx_inst.data_tmp_r,8
uart_port_1.uart_rx_inst.sig_q,5
[cell families (layout without fill, tap and decap cells)]
logic type	after synthesis	after routing	share of synthesized area (%)
AND-OR/OR-AND	205	205	21.3
multiplexers	37	37	6.12
XOR/XNOR	8	8	1.11
buffers and inverters	68	91	4.17
adder cells (fa/ha/maj)	14	14	2.70
AND/OR/NAND/NOR	285	285	22.0
flip-flops	134	134	42.6
[final cells by class]
class | count | area [µm²]
well taps | 270 | 338
repair buffers | 35 | 330
clock inverters | 11 | 135
flip-flops and latches | 134 | 2680
multi-input cells | 549 | 3350
clock buffers | 19 | 433
fillers | 2047 | 13100
inverters | 26 | 97.6
Power figures rest on the tool's default switching activity, not on a simulated workload.
